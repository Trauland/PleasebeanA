File: flow/run.sh
#!/bin/bash
# OpenROAD 26Q1-2900-gdf79404cd8, Yosys 0.63+post, stock flow scripts
make -C /OpenROAD-flow-scripts/flow DESIGN_CONFIG=/design/flow/config.mk WORK_HOME=/design/flow/orfs finish
File: flow/config.mk
export PLATFORM = sky130hd
export DESIGN_NAME = HearFreq
export DESIGN_NICKNAME = HearFreq
export VERILOG_FILES = /design/flow/design.v
export SDC_FILE = /design/flow/constraint.sdc
export NUM_CORES = 4
export LEC_CHECK = 1
export CORE_UTILIZATION = 50
File: flow/constraint.sdc
current_design HearFreq

set clk_period 3.8
set clk_io_pct 0.2

create_clock -name clk0 -period $clk_period [get_ports {clk}]

set non_clock_inputs [all_inputs -no_clocks]
set_input_delay [expr $clk_period * $clk_io_pct] -clock clk0 $non_clock_inputs
set_output_delay [expr $clk_period * $clk_io_pct] -clock clk0 [all_outputs]
File: flow/design.v
`timescale 1ns / 1ps
module HearFreq(
    input clk,
    input enable,
    input mic,
    output led,
    output led2,
    output reg [2:0] command
    );
    assign led = enable;
    assign led2 = ~(command[0] || command[1] || command[2]);
    localparam NotEnabled   = 3'b000;    
    localparam Turn180      = 3'b001;    
    localparam StoreWasher  = 3'b010;    
    localparam GoToSound    = 3'b100;    
    wire [1:0] frequency;    
    initial command = 0;     
    WaveCount wave(
        .clk(clk),
        .enable(enable),
        .mic(mic),
        .frequency(frequency)
    );
    always @(posedge clk)
    begin
        if(enable == 1)
        begin
            command = (frequency == 0) ? NotEnabled:             
                      (frequency == 1) ? Turn180:                
                      (frequency == 2) ? StoreWasher:            
                      (frequency == 3) ? GoToSound: NotEnabled;  
        end
        else 
        begin
            command <= NotEnabled;
        end
    end
endmodule
`timescale 1ns / 1ps
module WaveCount(
    input clk,
    input enable,
    input mic,
    output reg [1:0] frequency
    );
    localparam Five = 125;        
    localparam Ten = 250;         
    localparam Fifteen = 375;     
    localparam Invalid = 0;       
    localparam Turn180 = 1;       
    localparam StoreWasher = 2;   
    localparam GoToSound = 3;     
    localparam countMax = 25_000_000;   
    reg currentMic;  
    reg oldMic;      
    reg [24:0] counter;      
    reg [8:0] freqCount;     
    reg [8:0] prevFreq;      
    reg [1:0] trueCount;     
    initial {frequency,currentMic,oldMic,counter,freqCount,prevFreq,trueCount} = 0;
    always @(posedge clk)
    begin
        if(enable == 1)   
        begin
            if(trueCount < 3)
            begin
                if(counter >= countMax)
                begin
                    trueCount <= (prevFreq >= (freqCount - 25) && prevFreq <= (freqCount + 25)) ? trueCount + 1:0;
                    counter = 0;
                    prevFreq <= freqCount;
                    freqCount <= 0;
                end
                counter <= counter + 1;
                currentMic <= mic;    
                if(currentMic == 1 && oldMic == 0) 
                begin
                    freqCount <= freqCount + 1;
                    oldMic <= currentMic;
                end
                else oldMic <= currentMic;
            end
            else 
            begin
                frequency = (prevFreq > (Five - 25) && prevFreq < (Five + 25)) ? Turn180 :           
                            (prevFreq > (Ten - 25) && prevFreq < (Ten + 25)) ? StoreWasher :         
                            (prevFreq > (Fifteen - 50) && prevFreq < (Fifteen + 50)) ? GoToSound :   
                            Invalid;
            end
        end
        else {frequency,currentMic,oldMic,counter,freqCount,prevFreq,trueCount} = 0;
    end
endmodule
==> Implementation_results.wiki <==
=== Physical design figures ===
{| class="wikitable"
! Metric !! Value
|-
| Via count of the first global-routing pass || 2666
|-
| Most frequently used flop master after synthesis || sky130_fd_sc_hd__dfxtp_1
|-
| Maximum VDD drop || 0.235 mV
|-
| Clock root buffer || sky130_fd_sc_hd__clkbuf_8
|-
| Post-synth EDFFs || 0
|-
| RSZ-0062 raised after global routing || false
|-
| Crit path time final || 3.32 ns
|-
| Headroom to the max-slew limit || 0.438
|-
| Buffer count from post-CTS setup fixing || 0
|-
| Outcome || finished, final reports clean
|-
| Horizontal die size || 85.5 um
|-
| CTS Buffer Depth || 2
|-
| Mean routed wirelength per cell || 14.8 um
|-
| Antenna diodes || 0
|-
| DRC violation count after routing || 0
|-
| Slew Viols, Final || 0
|-
| Maximum number of pins on one net before global-route repair || 54
|-
| Die area || 7300 sq um
|-
| Tot GR Track Use || 0.214
|-
| Count of unique library cells instantiated by Yosys || 65
|-
| Half-perimeter wire length of the detailed placement result || 5070 um
|-
| Count of instantiated cells in the yosys netlist || 417
|-
| Synthesis-to-finish area growth || 5.75%
|-
| Power density of the placed cells || 288 nW/um^2
|-
| Synth flops || 52
|-
| Yosys synthesis warning count || 2
|-
| Core Rows || 30
|-
| Core Footprint || 6760 sq um
|-
| Area occupied by multi-input gates || 2280 sq um
|-
| Cts bufs inserted || 5
|-
| Count of maximum capacitance violations || 0
|-
| Sum Neg Setup Slack || 0 ns
|-
| Kind of end point of the critical path || flip-flop
|-
| Wire length after detailed routing || 7280 um
|-
| H-Tree Depth || 2
|-
| Slowest-stage cell, CP || sky130_fd_sc_hd__a31oi_4
|-
| Worst Tran Pin Value || 0.843 ns
|-
| Area used by sequential logic in the layout || 1040 sq um
|-
| CTS sink count || 52
|-
| Setup crit start kind || flip-flop
|-
| GR Overflow Total || 0
|-
| CP Max Fanout || 25
|-
| Number of port buffers || 7
|-
| Required time at the worst-slack endpoint || 4.04 ns
|-
| Final count of hold timing violations || 0
|-
| Series of cell instances along the critical path || nor3_2 -> nand3_2 -> a31oi_4 -> and2_1 -> ha_1 -> nand4_1 -> nor4_2 -> nand2_1 -> nor4_1 -> o21ai_0 -> a31oi_1
|-
| Core utilization before placement || 0.515
|-
| Mean area per synthesized cell || 8.35 sq um
|-
| Detailed router's first-iteration violation count || 139
|-
| Worst Slack Setup Final || 0.477 ns
|-
| Maximum frequency from static timing analysis || 301 MHz
|-
| Longest individual stage delay on the worst path || 0.62 ns
|-
| Count of fill cells added during filler insertion || 615
|-
| Vias after detailed routing || 2926
|-
| Number of antenna violations at the first check in global routing || 0
|-
| Die Ht || 85.5 um
|-
| Clock-pin slew of the registers on the worst-case setup and hold paths || 0.10 ns
|-
| Synth Seq Share || 0.299
|-
| Iteration count of the initial detailed-routing pass || 4
|-
| First-pass GRT wire length || 12600 um
|-
| Pre-CTS WS || 0.583 ns
|-
| Area of the mapped netlist || 3480 sq um
|-
| Data arrival time of the critical path || 3.56 ns
|-
| Worst setup path class || flip-flop to flip-flop
|-
| CTS-repair resized insts || 0
|-
| Ys async rst share || 0
|-
| P_leak || 1.44 nW
|-
| Remaining antenna violation count after routing || 0
|-
| Clock tree skew after final layout || 0.00483 ns
|-
| Count of warning messages emitted by the tools || 29
|-
| Share of the clock period used by the worst path after layout || 0.875
|-
| Yosys stat chip area || 3480 sq um
|-
| Endpoints failing setup || 0
|-
| Clock latency (worst-skew pair) || 0.31 ns
|-
| Tightest Hold Check Type || flip-flop to flip-flop
|-
| Share of post-route cells with drive strength above 1 || 0.0584
|-
| Clock tree from TritonCTS || done
|-
| Gp weighted congestion || 0.847
|-
| Vias/cell || 5.96
|-
| Count of boundary I/O pins || 8
|-
| Gate count of the mapped netlist || 417
|-
| Hold-fix buffer count after cts || 0
|}
==> final timing paths <==
path                                         from                 to  slack, ns  depth (start not counted)
worst max-delay path              wave.counter[8]   wave.counter[22]       0.48                         11
worst min-delay path            wave.trueCount[1]  wave.trueCount[1]       0.47                          2
worst max register to register    wave.counter[8]   wave.counter[22]       0.48                         11
worst min register to register  wave.trueCount[1]  wave.trueCount[1]       0.47                          2
==> state kept, by name (all words and copies together), names as in the netlist <==
name,count
wave.counter,25
wave.oldMic,1
wave.freqCount,9
command,3
wave.trueCount,2
wave.prevFreq,9
wave.currentMic,1
wave.frequency,2
==> metal layers <==
layer | part of all wire | wire length, um | vias up | GRT usage
met5 | 0 | 0 | - | 0
met4 | 0.018 | 129 | 0 | 0.0348
met3 | 0.020 | 149 | 14 | 0.0207
met2 | 0.47 | 3390 | 32 | 0.353
met1 | 0.50 | 3610 | 1380 | 0.316
li1 | - | - | 1500 | -
==> cell usage in the layout (no fill, tap or decap), drive strengths merged, types with 3 or more instances in the layout <==
cell           count
o31ai              3
nor2              23
clkdlybuf4s50      7
dfxtp             52
inv               11
o21ai             26
a21boi            10
nor4               9
clkbuf             5
and3b              3
nor3              16
and3               5
a21oi             13
a211o              3
o21a               9
xnor2             10
xor2              14
and2              12
mux2i             12
or2                4
nor2b             18
nand3             26
a31oi              8
nand2b             4
nand2             36
nand4             11
ha                25
==> Yosys cell counts (3+ instances only) <==
cell type	instances	area (sq um)
sky130_fd_sc_hd__inv_1	10	37.5
sky130_fd_sc_hd__a211o_1	3	26.3
sky130_fd_sc_hd__and3_1	5	31.3
sky130_fd_sc_hd__buf_1	3	11.3
sky130_fd_sc_hd__nor2b_1	18	113
sky130_fd_sc_hd__nor3_1	15	75.1
sky130_fd_sc_hd__nand4_1	10	62.6
sky130_fd_sc_hd__buf_2	4	20.0
sky130_fd_sc_hd__o21ai_0	20	100
sky130_fd_sc_hd__clkbuf_1	9	33.8
sky130_fd_sc_hd__nor4_1	6	37.5
sky130_fd_sc_hd__xnor2_1	10	87.6
sky130_fd_sc_hd__and3b_1	3	26.3
sky130_fd_sc_hd__mux2i_1	12	120
sky130_fd_sc_hd__and2_1	12	75.1
sky130_fd_sc_hd__a21boi_1	3	22.5
sky130_fd_sc_hd__dfxtp_1	52	1040
sky130_fd_sc_hd__o21a_1	9	67.6
sky130_fd_sc_hd__ha_1	25	313
sky130_fd_sc_hd__nor4_2	3	37.5
sky130_fd_sc_hd__buf_4	4	30.0
sky130_fd_sc_hd__nor2_1	23	86.3
sky130_fd_sc_hd__nand2b_1	4	25.0
sky130_fd_sc_hd__nand2_1	35	131
sky130_fd_sc_hd__a21oi_1	13	65.1
sky130_fd_sc_hd__xor2_1	14	123
sky130_fd_sc_hd__a21boi_0	7	52.6
sky130_fd_sc_hd__o21ai_1	6	30.0
sky130_fd_sc_hd__a31oi_1	7	43.8
sky130_fd_sc_hd__o31ai_1	3	22.5
sky130_fd_sc_hd__or2_2	4	25.0
sky130_fd_sc_hd__nand3_1	25	125
==> critical path, delay by kind of cell (launching register included) <==
family	cells	cell delay, ns
AND/OR/NAND/NOR	7	1.78
AND-OR/OR-AND	3	0.89
flip-flops	1	0.38
adder cells (fa/ha/maj)	1	0.20
==> cell families after synthesis <==
group,count (synthesis),share of synthesized area
flip-flops,52,0.299
adder cells (fa/ha/maj),25,0.0898
multiplexers,12,0.0345
XOR/XNOR,24,0.0604
AND/OR/NAND/NOR,178,0.284
buffers and inverters,34,0.0471
AND-OR/OR-AND,92,0.185
==> layout make-up <==
cell class,instances,area share
inverter,11,0.0112
timing repair buffer,9,0.0231
sequential,52,0.283
clock inverter,3,0.0187
multi-input combinational,331,0.618
clock buffer,5,0.0187
tap,80,0.0272
==> report_power, final <==
part	internal (mW)	switching, mW	total [mW]
clock	0.265	0.194	0.459
combinational	0.0211	0.0245	0.0456
sequential	0.549	0.00516	0.554
==> through the flow <==
step	power [mW]	std cells	instance area (sq um)	hold WS [ns]	util
floorplan	0.600	417	3480	0.432	-
global placement	0.613	483	3540	0.450	0.525
detailed placement	0.613	483	3540	0.458	0.525
CTS	1.08	491	3680	0.473	0.545
global route	1.10	491	3680	0.497	0.545
finish	1.06	491	3680	0.470	0.545
Power is estimated from default activity; no workload was simulated.
