<file path="flow/config.mk">
export PLATFORM = sky130hd
export DESIGN_NAME = FindSound
export DESIGN_NICKNAME = FindSound
export VERILOG_FILES = /design/flow/design.v
export SDC_FILE = /design/flow/constraint.sdc
export NUM_CORES = 4
export LEC_CHECK = 1
export CORE_AREA = 10 10 70 70
export DIE_AREA = 0 0 80 80
</file>
<file path="flow/constraint.sdc">
current_design FindSound

set clk_period 1.7
set clk_io_pct 0.2

create_clock -name clk0 -period $clk_period [get_ports {clk}]

set non_clock_inputs [all_inputs -no_clocks]
set_input_delay [expr $clk_period * $clk_io_pct] -clock clk0 $non_clock_inputs
set_output_delay [expr $clk_period * $clk_io_pct] -clock clk0 [all_outputs]
</file>
<file path="flow/design.v">
`timescale 1ns / 1ps
module FindSound(
    input clk,
    input enable,
    input LMic,
    input RMic,
    output reg [1:0] direction,
    output led2,
    output led
    );
    assign led = enable;
    assign led2 = ~(direction[0] || direction[1]);
    localparam nothing  = 2'b00;     
    localparam Right    = 2'b01;     
    localparam Left     = 2'b10;     
    reg oldRMic;
    initial 
	begin
		direction = 0;
		oldRMic = 1;
	end
    always @(posedge clk)    
    begin
        if(enable == 1)
        begin
            if(RMic == 1 && oldRMic == 0)
            begin
                direction <= (LMic == 1) ? Left : Right;
            end
            oldRMic <= RMic;     
        end
        else
        begin
            oldRMic <= 1;
            direction <= nothing;
        end
    end
endmodule
</file>
<file path="flow/run.sh">
#!/bin/bash
# OpenROAD 26Q1-2900-gdf79404cd8, Yosys 0.63+post, stock flow scripts
make -C /OpenROAD-flow-scripts/flow DESIGN_CONFIG=/design/flow/config.mk WORK_HOME=/design/flow/orfs finish
</file>
==> impl.org <==
#+TITLE: Synthesis and PnR summary

** Job
- The number of maximum-capacitance violations recorded for the run is 0.
- The number of warnings reported in the stage logs is 25.

** Synth
- Netlist Area Pre-Place :: 126 um^2
- A synthesized cell averages 10.5 um^2.
- The netlist uses 9 different library cells.
- After synthesis, the design contains 12 cells according to Yosys.
- Sequential element share of the synthesized area :: 0.475
- For this run, the chip area from Yosys synthesis comes to 126 um^2.
- Once synthesis finished, the tally of register bits stood at 3.
- Share of the synthesized area in the top cell type :: 0.475
- Yosys warns :: 1
- The cell count after synthesis came out at 12.
- Of all cell types, the one taking the most synthesized area is sky130_fd_sc_hd__dfxtp_1.
- Sorting the synthesized cells by area gives the leading types as sky130_fd_sc_hd__dfxtp_1, sky130_fd_sc_hd__nor2b_4, sky130_fd_sc_hd__mux2i_1.

** Hold path
- Tightest Hold Check Type :: reg -> reg

** Final timing
- The final hold violation count recorded for this run is 0.
- Max Slew Vio Count :: 0
- Maximum clock frequency :: 615 MHz
- Sum of negative setup slack :: 0 ns
- RSZ-0062 raised after global routing :: no
- Final Critical Period :: 1.63 ns
- For the pin with the worst max-slew slack, the measured transition is 0.102 ns.
- Period utilization :: 0.956
- Final WS setup :: 0.0743 ns
- In the final run the clock tree shows a worst skew of 0.000662 ns.
- Across all checked pins, the minimum headroom to the slew limit is 0.930.
- On the final layout, the worst hold slack is 0.477 ns.
- In the final report, the number of endpoints failing setup comes to 0.

** Pwr
- Sequential group share of total power :: 0.331
- Max IR drop VDD :: 0.000143 V
- The script computed a power per unit cell area of 827 nW/um^2.
- The leakage component of the power was reported as 0.102 nW.
- Internal power consumption :: 183 uW
- The share of total power dissipated in combinational logic is 0.116.
- Sw Pwr :: 49.0 uW
- The power report attributes to the clock group a share of 0.553.
- Proportion of total power due to net switching :: 0.211

** Floorplanning
- According to the floorplan report, the die width is 80 um.
- Per the OpenROAD floorplan log, the area of the core is 3420 um^2.
- Number of placement rows :: 21
- I/O pin count :: 8
- Die Ht :: 80 um
- The share of the core area taken by cells at floorplan is 0.0370.
- Per the OpenROAD floorplan log, the area of the die is 6400 um^2.

** Routing
- The iteration count recorded for the first detailed-route pass is 2.
- Tally of nets with antenna violations remaining after routing :: 0
- Routed wire per std cell :: 5.52 um
- Total number of vias :: 122
- After detailed routing, the total wire length is 381 um.
- Count of unresolved DRC violations after routing :: 0
- For this block, the initial DRC count from the detailed router was 5.
- Antenna diode instance count :: 0
- Dividing the detail-routed via count by the number of cells gives 1.77.

** Worst setup path
- According to the timing report, the data required time at the worst endpoint equals 1.36 ns.
- Most repeated library cell on the critical path :: sky130_fd_sc_hd__clkdlybuf4s50_1
- Worst stage delay on the critical path :: 0.48 ns
- Path type of the worst setup path :: in -> out
- In this design, the largest share of critical-path delay is due to buffers and inverters.
- Critical path arrival :: 1.29 ns
- Max fanout on the critical path was recorded as 2.
- The critical path contains buffers and inverters numbering 2 combined.
- Startpoint class of the critical path :: primary input
- Worst setup EP type :: primary output
- Crit-path cells :: clkdlybuf4s50_1, clkdlybuf4s50_1
- Per the STA report, the cell with the highest stage delay on the worst path is sky130_fd_sc_hd__clkdlybuf4s50_1.

** Clock network
- Gates resized during post-CTS repair numbered 0.
- In this run, CTS created clock tree buffers numbering 3.
- At the later pin of the worst-skew pair, clock insertion delay measures 0.24 ns.
- After clock tree synthesis, the flow added hold-fix buffers numbering 0.
- Per the CTS log, the maximum H-tree level is 1.
- Clock sink total :: 3
- CTS tree :: yes
- No sink is reached through more buffers than the 2 on the longest clock path.
- Clock transition time at the flip-flop clock pins of the worst setup and hold paths :: 0.04 ns
- Setup repair bufs after CTS :: 0
- Root cell of the clock tree :: sky130_fd_sc_hd__clkbuf_4

** Global route
- Maximum number of pins on one net before global-route repair :: 5
- Number of antenna violations at the first check in global routing :: 0
- Overall routing resource usage recorded by global route was 0.0134.
- Total grt overflow :: 0
- Wire length of the first global-routing pass :: 621 um
- Via count of the first global-routing pass :: 137

** Run status
- Outcome :: completed

** Placement
- Number of buffer cells added on primary ports :: 7
- Post-placement worst setup slack :: 0.0718 ns
- The congestion estimate from routability-driven global placement came to 0.734.

** Final layout
- For this run, the share of the core covered by cells in the final layout is 0.0821.
- Per the final layout report, the fraction of cells sized above drive strength 1 comes to 0.217.
- Leaving out fill and tap cells, the most frequent cells in the layout are sky130_fd_sc_hd__clkdlybuf4s50_1, sky130_fd_sc_hd__clkbuf_4, sky130_fd_sc_hd__dfxtp_1.
- Leading cell type in the layout, fill and taps excluded :: sky130_fd_sc_hd__clkdlybuf4s50_1
- Layout Area Growth over Synthesis :: 122%
## flip-flops by register name, summed over array words and instances (netlist names)
name	flops
direction	2
oldRMic	1
## layout make-up
class                           count  area (um^2)
Fill cell                         404         3140
Timing Repair Buffer                8         77.6
Sequential cell                     3         60.1
Multi-Input combinational cell      8         58.8
Tap cell                           46         57.6
Clock buffer                        4         26.3
## cells by family (layout without fill, tap and decap cells)
| logic type | count (synthesis) | count (layout) | share of synthesized area |
|---|---|---|---|
| AND/OR/NAND/NOR | 6 | 6 | 0.307 |
| buffers and inverters | 1 | 12 | 0.0594 |
| multiplexers | 1 | 1 | 0.0792 |
| flip-flops | 3 | 3 | 0.475 |
| AND-OR/OR-AND | 1 | 1 | 0.0792 |
## final timing paths
kind	startpoint	endpoint	slack, ns	cells after the start
worst max-delay path	enable	led	0.07	2
worst min-delay path	direction[1]$_SDFFE_PN0P_	direction[1]$_SDFFE_PN0P_	0.48	2
worst max register to register	oldRMic$_SDFF_PN1_	direction[0]$_SDFFE_PN0P_	0.99	2
worst min register to register	direction[1]$_SDFFE_PN0P_	direction[1]$_SDFFE_PN0P_	0.48	2
## layer usage
| metal | share of wire | global-route usage | wire length, um | vias to the layer above |
|---|---|---|---|---|
| met3 | 0.30 | 0.0216 | 116 | 3 |
| met4 | 0.047 | 0.00704 | 18 | 0 |
| met2 | 0.27 | 0.0136 | 101 | 10 |
| li1 | - | - | - | 60 |
| met1 | 0.38 | 0.0119 | 144 | 49 |
| met5 | 0 | 0 | 0 | - |
## worst register-to-register path, cell delays in order, from the launching register on
cell,delay (ns)
sky130_fd_sc_hd__dfxtp_1,0.36
sky130_fd_sc_hd__nor2b_4,0.06
sky130_fd_sc_hd__o211a_1,0.19
## Yosys cell counts
cell type	number
sky130_fd_sc_hd__buf_4	1
sky130_fd_sc_hd__mux2i_1	1
sky130_fd_sc_hd__nand2_1	2
sky130_fd_sc_hd__nor2b_4	1
sky130_fd_sc_hd__nand2b_1	1
sky130_fd_sc_hd__nor2_1	1
sky130_fd_sc_hd__nand3b_1	1
sky130_fd_sc_hd__o211a_1	1
sky130_fd_sc_hd__dfxtp_1	3
## stage by stage
stage	instances	instance area [um^2]	total power, mW
global placement	65	254	0.105
CTS	69	280	0.237
global route	69	280	0.252
detailed placement	65	254	0.105
floorplan	12	126	0.0848
finish	69	280	0.232
## power groups by stage
stage | registers [mW] | logic, mW | clock network [mW]
CTS | 0.0768 | 0.0274 | 0.133
global route | 0.0771 | 0.0295 | 0.145
finish | 0.0767 | 0.0269 | 0.128
Power is estimated from default activity; no workload was simulated.
