===== flow/run.sh =====
#!/bin/bash
# OpenROAD 26Q1-2900-gdf79404cd8, Yosys 0.63+post, stock flow scripts
make -C /OpenROAD-flow-scripts/flow DESIGN_CONFIG=/design/flow/config.mk WORK_HOME=/design/flow/orfs finish

===== flow/config.mk =====
export PLATFORM = sky130hd
export DESIGN_NAME = pwm
export DESIGN_NICKNAME = pwm
export VERILOG_FILES = /design/flow/design.v
export SDC_FILE = /design/flow/constraint.sdc
export NUM_CORES = 4
export LEC_CHECK = 1
export CORE_AREA = 10 10 70 70
export DIE_AREA = 0 0 80 80

===== flow/constraint.sdc =====
current_design pwm

set clk_period 2.7
set clk_io_pct 0.2

create_clock -name clk0 -period $clk_period [get_ports {clk}]

set non_clock_inputs [all_inputs -no_clocks]
set_input_delay [expr $clk_period * $clk_io_pct] -clock clk0 $non_clock_inputs
set_output_delay [expr $clk_period * $clk_io_pct] -clock clk0 [all_outputs]

===== flow/design.v =====
`timescale 1ns / 1ps
module pwm(
    input clk,
    input enable,
    input [7:0] duty,  
    output reg pwmm
    );
    reg [7:0] counter;
    initial
    begin
        counter <= 0;
        pwmm <= 0;
    end
   always @ (posedge clk)
   begin
   if (enable)
       begin
        counter <= counter + 1;
        if (duty > counter)
          begin
           pwmm <= 1;
          end
        else
          begin
           pwmm <= 0;
          end
        end
     else
        begin
            pwmm <= 0;
            counter <= 0;
        end
        end
endmodule

==> reports/qor.yml <==
global_route:
  grt_pass1_vias: 401
  grt_overflow: 0
  grt_use_total_pct: 3.10
  grt_max_degree: 10
  grt_pass1_wl_um: 1640
  grt_antenna_before_repair: 0
logic_synthesis:
  synth.distinct_cells: 16
  yosys_cells: 59
  synth-seq-cells: 9
  topCellsByArea: "dfxtp_1 (33%), ha_1 (21%), and2_1 (8.1%), xnor2_1 (8.1%), inv_1 (5.6%)"
  ys_seq_share_pct: 33.5
  syn_area_per_cell_um2: 9.12
  synth_chip_area_um2: 538
  synth_top_area_share_pct: 33.5
  syn_area_um2: 538
  ys_warn_count: 1
  synthCells: 59
  yosysTopAreaCell: "dfxtp_1"
sta:
  drv_slew: 0
  tns_ns: 0
  rsz0062_at_grt: "no"
  clock_skew_ns: 0.00407
  worstMarginPinSlew_ns: 0.253
  min_period_ns: 1.65
  fmax_mhz: 607
  setup_violations: 0
  finalHoldViolations: 0
  period_used_pct: 61.1
  slew_headroom_pct: 83.1
floorplanning:
  io_pins: 11
  initCoreUtil_pct: 15.8
  num_rows: 21
  dieArea_mm2: 0.00640
  core_mm2: 0.00342
  chipWidth_um: 80
  die_h_um: 80
routing:
  viasPerCell: 3.60
  drt-pass1-iter-count: 3
  ant_nets: 0
  vias: 428
  num_antenna_cells: 0
  drc_errors: 0
  wl_um: 995
  drt_first_iter_violations: 17
  drt-wirelength-per-cell_um: 8.36
clocking:
  cts_resized: 0
  clk_pin_slew_worst_paths_ns: 0.06
  ctsHoldBuffers: 0
  insertion_delay_ns: 0.25
  root_buffer: "clkbuf_4"
  post-cts-setup-buffer-count: 0
  cts_buffer_depth: 2
  cts_tree: "built"
  htree_levels: 1
  cts-buffers-inserted: 3
  cts.sinks: 9
worst_hold_path:
  hold_path_depth: 1
  min_to: "counter[0]"
  hold_path_class: "register to register"
  min-delay-start: "counter[0]"
worst_setup_path:
  critPathKind: "input pin to register"
  regToRegEndpoint: "pwmm"
  cp-start-kind: "input pin"
  endpoint_kind: "register"
  path_max_fanout: 2
  r2r_cells: 6
  critPathArrivalTime_ns: 1.80
  critPathLaunch: "duty[1]"
  r2r_start: "counter[1]"
  r2r_setup_slack_ns: 1.30
  worstPathRequired_ns: 2.85
flow_run:
  warning_count: 25
  cap_violations: 0
layout:
  fillers: 382
  mi_logic_area_um2: 328
  area.growth.synth_to_final_pct: 34.2
  lay_top_count: "clkdlybuf4s50_1"
  mostFrequentLayoutCells: "clkdlybuf4s50_1 (10), ha_1 (9), dfxtp_1 (9)"
  seq_area_um2: 180
  drive_gt1_share_pct: 6.85
power_and_ir_drop:
  power.leakage_nw: 0.274
  power_uw: 288
  ir_worst_vdd_v: 0.0000932
  p_per_area_mw_per_mm2: 399
outcome:
  run_status: "completed"
placed_design:
  hpwl_um: 800
  gp_congestion: 0.740
  port_buffers: 10
[critical path, stage by stage]
cell	delay (ns)
clkdlybuf4s50_1	0.40
ha_1	0.30
nor2b_1	0.13
o211ai_1	0.15
a21oi_1	0.08
o21ba_2	0.19
[flip-flops by register name, indices dropped and copies added (netlist names)]
signal   cells
counter      8
pwmm         1
[report_power, final]
part	leakage [nW]	switching [mW]	internal [mW]
clock network	0.0150	0.0446	0.0568
registers	0.0735	0.00548	0.138
logic	0.185	0.0160	0.0274
total	0.274	0.0662	0.222
[routing by layer]
metal  wire [um]  global-route usage, %  vias to the layer above
li1            -                      -                      227
met1         473                   3.71                      192
met2         408                   4.41                        7
met5           0                      0                        -
met3         100                   1.93                        2
met4          12                   1.06                        0
[synthesized netlist by cell type (all sizes together)]
| cell | count |
|---|---|
| and2 | 7 |
| xor2 | 1 |
| nand3 | 5 |
| and3 | 2 |
| nand2 | 1 |
| nor2b | 2 |
| inv | 8 |
| xnor2 | 5 |
| o211ai | 1 |
| dfxtp | 9 |
| o21ai | 2 |
| o21ba | 1 |
| ha | 9 |
| a21oi | 4 |
| nand4 | 2 |
[worst max-delay path by stage]
| stage | endpoint | slack (ns) | depth (start not counted) |
|---|---|---|---|
| after CTS | pwmm | 1.06 | 6 |
| after global routing | pwmm | 1.02 | 6 |
| final | pwmm | 1.05 | 6 |
[cell families (layout without fill, tap and decap cells)]
group	Yosys count	in the layout	synth area share, %
fa+ha+maj	9	9	20.9
xor+xnor	6	6	9.77
compound gates	8	8	8.84
simple gates	19	19	21.4
flops	9	9	33.5
buf+inv	8	22	5.58
[per-stage QoR]
step	utilization [%]	setup WS (ns)	instances	hold slack (ns)	cell area, um2
after floorplan	-	1.24	59	0.458	538
after global placement	20.4	0.794	115	0.501	696
after detailed placement	20.4	0.788	115	0.501	696
after CTS	21.1	1.06	119	0.515	722
after global routing	21.1	1.02	119	0.566	722
final	21.1	1.05	119	0.518	722
[cell type report]
| type | instances | area share, % |
|---|---|---|
| Timing Repair Buffer | 10 | 13.9 |
| Multi-Input combinational cell | 42 | 45.4 |
| Sequential cell | 9 | 25.0 |
| Inverter | 8 | 4.16 |
| Tap cell | 46 | 7.97 |
| Clock buffer | 4 | 3.64 |
No activity file was given, so power comes from the tool's default toggle rates.
